`flow/design.v`:
```
module controller_2 (	iclk,
							isen,
							istart,
							oL_spd,
							oR_spd,
							oL_dir,
							oR_dir,
							osen,
							dir_light);
input			iclk;
input [3:0]	isen;
input 		istart;
reg 			startreg=0;
reg	[32:0]warning;
output reg 	[7:0]oL_spd,oR_spd;
output reg 	[1:0]oL_dir,oR_dir;
output 		[3:0]osen;
output reg 	[2:0]dir_light;
always @(posedge istart)begin
	if (startreg == 0)begin
		startreg <= 1;
	end
	else if (startreg ==1)begin
		startreg <= 0;
	end
end
always @ (posedge iclk)begin
	if (startreg==1 && warning<= 30000)begin
		case(isen)
		4'b0000:begin
			oL_spd<= 8'h02;
			oR_spd<= 8'h02;
			oL_dir<= 2'b01;
			oR_dir<= 2'b01;
			dir_light <=2'b00;
		end
		4'b0001:begin
			oL_spd<= 8'haa;
			oR_spd<= 8'hcc;
			oL_dir<= 2'b01;
			oR_dir<= 2'b10;
			dir_light <=2'b01;
		end
		4'b0010:begin
			oL_spd<= 8'h02;
			oR_spd<= 8'h01;
			oL_dir<= 2'b01;
			oR_dir<= 2'b01;
			dir_light <=2'b00;
		end
		4'b0011:begin
			oL_spd<= 8'haa;
			oR_spd<= 8'hcc;
			oL_dir<= 2'b01;
			oR_dir<= 2'b10;
			dir_light <=2'b01;
		end
		4'b0100:begin
			oL_spd<= 8'h01;
			oR_spd<= 8'h02;
			oL_dir<= 2'b01;
			oR_dir<= 2'b01;
			dir_light <=2'b00;
		end
		4'b0101:begin
			oL_spd<= 8'haa;
			oR_spd<= 8'hcc;
			oL_dir<= 2'b01;
			oR_dir<= 2'b10;
			dir_light <=2'b01;
		end
		4'b0110:begin
			oL_spd<= 8'h02;
			oR_spd<= 8'h02;
			oL_dir<= 2'b01;
			oR_dir<= 2'b01;
			dir_light <=2'b00;
		end
		4'b0111:begin
			oL_spd<= 8'haa;
			oR_spd<= 8'hcc;
			oL_dir<= 2'b01;
			oR_dir<= 2'b10;
			dir_light <=2'b01;
		end
		4'b1000:begin
			oL_spd<= 8'hcc;
			oR_spd<= 8'haa;
			oL_dir<= 2'b10;
			oR_dir<= 2'b01;
			dir_light <=2'b10;
		end
		4'b1001:begin
			oL_spd<= 8'h00;
			oR_spd<= 8'h00;
			oL_dir<= 2'b00;
			oR_dir<= 2'b00;
			dir_light <=2'b11;
		end
		4'b1010:begin
			oL_spd<= 8'hcc;
			oR_spd<= 8'haa;
			oL_dir<= 2'b10;
			oR_dir<= 2'b01;
			dir_light <=2'b10;
		end
		4'b1011:begin
			oL_spd<= 8'haa;
			oR_spd<= 8'hcc;
			oL_dir<= 2'b01;
			oR_dir<= 2'b10;
			dir_light <=2'b01;
		end
		4'b1100:begin
			oL_spd<= 8'hcc;
			oR_spd<= 8'haa;
			oL_dir<= 2'b10;
			oR_dir<= 2'b01;
			dir_light <=2'b10;
		end
		4'b1101:begin
			oL_spd<= 8'hcc;
			oR_spd<= 8'haa;
			oL_dir<= 2'b10;
			oR_dir<= 2'b01;
			dir_light <=2'b10;
		end
		4'b1110:begin
			oL_spd<= 8'hcc;
			oR_spd<= 8'haa;
			oL_dir<= 2'b10;
			oR_dir<= 2'b01;
			dir_light <=2'b10;
		end
		4'b1111:begin
			oL_spd<= 8'h00;
			oR_spd<= 8'h00;
			oL_dir<= 2'b00;
			oR_dir<= 2'b00;
			dir_light <=2'b11;
		end
		default:begin
			oL_spd<= 8'h00;
			oR_spd<= 8'h00;
			oL_dir<= 2'b00;
			oR_dir<= 2'b00;
		end
		endcase
	end
	else if (startreg==0)begin
		oL_spd<= 8'h00;
		oR_spd<= 8'h00;
		oL_dir<= 2'b00;
		oR_dir<= 2'b00;
		warning <= 0;
	end
	else begin
		oL_spd<= 8'h00;
		oR_spd<= 8'h00;
		oL_dir<= 2'b00;
		oR_dir<= 2'b00;
		warning <= 0;
	end
end
assign osen = isen;
endmodule
```
`flow/run.sh`:
```
#!/bin/bash
# OpenROAD 26Q1-2900-gdf79404cd8, Yosys 0.63+post, stock flow scripts
make -C /OpenROAD-flow-scripts/flow DESIGN_CONFIG=/design/flow/config.mk WORK_HOME=/design/flow/orfs finish
```
`flow/config.mk`:
```
export PLATFORM = sky130hd
export DESIGN_NAME = controller_2
export DESIGN_NICKNAME = controller_2
export VERILOG_FILES = /design/flow/design.v
export SDC_FILE = /design/flow/constraint.sdc
export NUM_CORES = 4
export LEC_CHECK = 1
export CORE_AREA = 10 10 70 70
export DIE_AREA = 0 0 80 80
```
`flow/constraint.sdc`:
```
current_design controller_2

set clk_period 1.8
set clk_io_pct 0.2

create_clock -name clk0 -period $clk_period [get_ports {iclk}]
create_clock -name clk1 -period $clk_period [get_ports {istart}]

set non_clock_inputs [all_inputs -no_clocks]
set_input_delay [expr $clk_period * $clk_io_pct] -clock clk0 $non_clock_inputs
set_output_delay [expr $clk_period * $clk_io_pct] -clock clk0 [all_outputs]
```
==> results.cfg <==
; physical design summary
[pwr]
static-leakage-power_uw = 0.000299
power.ir.vdd_worst_uv = 168
fin_total_pwr_uw = 524
powerDensity_nw_per_um2 = 656

[clock_tree]
root_buffer = sky130_fd_sc_hd__clkbuf_4
cts_buffer_depth = 2
cts_tree = done
cts-htree-levels = 1
cts_hold_buf = 0
post_cts_resized = 0
post_cts_buffers = 0
path_clk_slew_ns = 0.06
cts-buffers-inserted = 3

[worst_setup_path]
cp_common_cell = sky130_fd_sc_hd__clkdlybuf4s50_1
critical_path.slowest_cell = sky130_fd_sc_hd__clkdlybuf4s50_1
worstPathArrival_ns = 1.31
worstSetupEndpointType = output pin
critical_path.reg2reg.endpoint = oR_spd[1]$_SDFF_PN0_
worst_ep_required_time_ns = 1.44
critPathLaunch = isen[3]
cp_num_buf_inv = 2
critPathMaxStageDelay_ns = 0.48
crit_path_end = osen[3]
setup.worst_path.start_class = input pin
reg2reg_depth = 3
cpLargestDelayFamily = buffers and inverters
critical_path.reg2reg.startpoint = startreg$_DFF_P_
slack_of_the_worst_reg_to_reg_path_ns = 1.10
crit_cells = 2
critical_path.max_fanout = 2
path_cells = clkdlybuf4s50_1, clkdlybuf4s50_1
crit_type = in -> out

[final_timing]
finalMaxSlewViolations = 0
setup_slack_ns = 0.126
finClkSkew_ns = 0
final-setup-viol-count = 0
grt_setup_unrepaired = false
final_hold_viol_count = 0
fin_tns_setup_ns = 0

[run]
cap_viol_max_count = 0
warning_count = 27

[global_routing]
grt-ovfl-total = 0
grt_usage_pct = 3.16
grt_first_pass_wirelength_um = 1610
antenna_found_initial = 0
grt_pass1_vias = 349
maximum_number_of_pins_on_one_net_before_global_route_repair = 8

[logic_synthesis]
sequential_to_total_area_share_from_yosys_stat_pct = 50.4
netlist_area_sq_um = 517
synth-warning-count = 1
yosys-top-cells-area = sky130_fd_sc_hd__dfxtp_1 39%, sky130_fd_sc_hd__buf_4 23%, sky130_fd_sc_hd__edfxtp_1 12%, sky130_fd_sc_hd__nand2b_4 5.3%, sky130_fd_sc_hd__a211oi_2 4.8%
syn-instance-count = 47
synth.lib_cells_used.distinct = 13
post_synthesis_cell_count_from_yosys = 47
yosys.area.top_type = sky130_fd_sc_hd__dfxtp_1
synth_flops = 12
synth_largest_type_area_fraction_pct = 38.7
synth.yosys.chip_area_sq_um = 517
postSynthAreaPerCell_sq_um = 11.0

[route]
drt-initial-drc-count = 2
remaining_drc_errors = 0
detailedRoute.firstPassIterationCount = 3
wl_per_cell_um = 10.1
detailroute.via_count = 365
wl_um = 1160
insertedDiodeCount = 0
number_of_nets_with_antenna_violations_after_routing = 0
drt-vias-per-instance = 3.17

[finish]
non_filler_instance_count_after_layout = 115
design_area_sq_um = 798
area.growth.synth_to_final_pct = 54.5
final_layout_size_suffix_gt1_share_pct = 23.2

[worst_hold_path]
timing.hold.worst.class = reg -> reg

[placement]
placement.io_buffers = 28
gp_congestion = 0.747
detailedPlace.worstSlack_ns = 0.126
placed_cells_incl_taps = 111
detailedPlacementHpwl_um = 1010
place_area_sq_um = 772

[die]
die_height_um = 80
core_area_sq_um = 3420
die_width_um = 80
core.rowCount = 21
fp_util_pct = 15.1
io_pins = 33
die_area_sq_um = 6400

[outcome]
outcome = finished clean
[cell usage in the layout, fill, tap and decap left out]
master	n
sky130_fd_sc_hd__clkbuf_1	1
sky130_fd_sc_hd__nand3_1	1
sky130_fd_sc_hd__a211oi_2	2
sky130_fd_sc_hd__nor2_1	4
sky130_fd_sc_hd__inv_2	3
sky130_fd_sc_hd__dfxtp_1	10
sky130_fd_sc_hd__o21a_2	2
sky130_fd_sc_hd__a31o_1	2
sky130_fd_sc_hd__a41oi_1	1
sky130_fd_sc_hd__clkdlybuf4s50_1	28
sky130_fd_sc_hd__conb_1	3
sky130_fd_sc_hd__edfxtp_1	2
sky130_fd_sc_hd__o21ai_0	1
sky130_fd_sc_hd__nand2b_4	2
sky130_fd_sc_hd__buf_4	4
sky130_fd_sc_hd__clkbuf_4	3
[through the flow]
stage          hold WS [ns]  util, %
2_1_floorplan         0.456        -
3_3_place_gp          0.519     22.6
3_5_place_dp          0.540     22.6
4_1_cts               0.286     23.4
5_1_grt               0.291     23.4
6_report              0.295     23.4
[kinds of logic after synthesis]
group | share of synthesized area (%)
flops | 50.4
other cells | 0.726
buf+inv | 25.4
compound gates | 14.3
simple gates | 9.20
[layout make-up]
class                   count  area, sq um
inverters                   3         11.3
well taps                  46         57.6
multi-input cells          18          133
flip-flops and latches     12          260
clock buffers               4         26.3
repair buffers             32          310
fillers                   372         2620
[Yosys cell counts]
master / number
sky130_fd_sc_hd__a211oi_2: 2
sky130_fd_sc_hd__nor2_1: 4
sky130_fd_sc_hd__buf_4: 16
sky130_fd_sc_hd__o21a_2: 2
sky130_fd_sc_hd__nand3_1: 1
sky130_fd_sc_hd__edfxtp_1: 2
sky130_fd_sc_hd__a41oi_1: 1
sky130_fd_sc_hd__nand2b_4: 2
sky130_fd_sc_hd__inv_2: 3
sky130_fd_sc_hd__a31o_1: 2
sky130_fd_sc_hd__dfxtp_1: 10
sky130_fd_sc_hd__conb_1: 1
sky130_fd_sc_hd__o21ai_0: 1
[where the power goes]
group	total [uW]	leakage (uW)	switching, uW	internal [uW]
Sequential	287	0.0000999	4.41	282
Clock	157	0.0000150	71.4	85.5
Combinational	80.1	0.000184	21.6	58.5
Total	524	0.000299	97.4	426
[registers in the layout, summed over array words and instances, names as in the netlist]
signal	count
oL_dir	1
oL_spd	2
oR_dir	1
startreg	1
oR_spd	5
dir_light	2
[layer usage]
metal	up-vias	share of wire, %	GRT usage, %
met5	-	0	0
met4	0	3.1	1.76
met3	2	15	1.36
met2	21	47	5.70
met1	161	34	2.88
li1	181	-	-
[worst min path at each step]
stage	start	depth (start not counted)	slack (ns)	to
6_report	startreg$_DFF_P_	0	0.30	dir_light[0]$_DFFE_PP_
5_1_grt	startreg$_DFF_P_	0	0.29	dir_light[1]$_SDFFCE_PN0P_
4_1_cts	startreg$_DFF_P_	0	0.29	dir_light[0]$_DFFE_PP_
Power figures rest on the tool's default switching activity, not on a simulated workload.
