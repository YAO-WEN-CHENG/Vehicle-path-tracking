**/design/flow/run.sh**
```bash
#!/bin/bash
# OpenROAD 26Q1-2900-gdf79404cd8, Yosys 0.63+post, stock flow scripts
make -C /OpenROAD-flow-scripts/flow DESIGN_CONFIG=/design/flow/config.mk WORK_HOME=/design/flow/orfs finish
```
**/design/flow/config.mk**
```make
export PLATFORM = sky130hd
export DESIGN_NAME = seven_segment
export DESIGN_NICKNAME = seven_segment
export VERILOG_FILES = /design/flow/design.v
export SDC_FILE = /design/flow/constraint.sdc
export NUM_CORES = 4
export LEC_CHECK = 1
export CORE_AREA = 10 10 70 70
export DIE_AREA = 0 0 80 80
```
**/design/flow/constraint.sdc**
```tcl
current_design seven_segment

set clk_period 1.0
set clk_io_pct 0.2

create_clock -name clk0 -period $clk_period [get_ports {iclk}]

set non_clock_inputs [all_inputs -no_clocks]
set_input_delay [expr $clk_period * $clk_io_pct] -clock clk0 $non_clock_inputs
set_output_delay [expr $clk_period * $clk_io_pct] -clock clk0 [all_outputs]
```
**/design/flow/design.v**
```verilog
module seven_segment(iclk,inum,oseg);
input 			iclk;
input 	[1:0]	inum;
output 	[7:0]	oseg;
reg		[7:0]	seg;
always @ (posedge iclk)begin
	case (inum)
	4'h0:begin
		seg <= 8'b10111111;
	end
	4'h1:begin
		seg <= 8'b10000110;
	end
	4'h2:begin
		seg <= 8'b11011011;
	end
	4'h3:begin
		seg <= 8'b11001111;
	end
	4'h4:begin
		seg <= 8'b11100110;
	end
	4'h5:begin
		seg <= 8'b11101101;
	end
	4'h6:begin
		seg <= 8'b11111101;
	end
	4'h7:begin
		seg <= 8'b10000111;
	end
	4'h8:begin
		seg <= 8'b11111111;
	end
	4'h9:begin
		seg <= 8'b11101111;
	end
	4'ha:begin
		seg <= 8'b11110111;
	end
	4'hb:begin
		seg <= 8'b11111100;
	end
	4'hc:begin
		seg <= 8'b10111001;
	end
	4'hd:begin
		seg <= 8'b11011110;
	end
	4'he:begin
		seg <= 8'b11111001;
	end
	4'hf:begin
		seg <= 8'b11110001;
	end
	default:begin
		seg <= 8'b10111111;
	end
	endcase
end
assign oseg = ~seg;
endmodule
```
==> flow_metrics.env <==
# physical design summary
export IMPL_drt_vias_per_instance=1.587
export IMPL_yosysWarningCount=1
export IMPL_post_cts_resized=10
export IMPL_drtIter0Drc=1
export IMPL_top_layer="met4"
export IMPL_vias=119
export IMPL_wl_met2_um=100
export IMPL_rsz0062_at_grt="yes"
export IMPL_slowest_stage="dfxtp_1"
export IMPL_antenna_found_initial=0
export IMPL_die_area_um2=6400
export IMPL_avgSynthCellArea_um2=8.890
export IMPL_grt_pass1_vias=127
export IMPL_synth_seq_share=0.5926
export IMPL_fin_ws_ns=-0.003462
export IMPL_grt_max_degree=5
export IMPL_htree_levels=1
export IMPL_hold_buffers=0
export IMPL_fmaxAchievable_ghz=0.9966
export IMPL_grt_pass1_wl_um=565
export IMPL_crit_fanout=2
export IMPL_cp_startpoint="seg[3]"
export IMPL_top_register="seg"
export IMPL_boundaryPins=11
export IMPL_critical_path_max_stage_delay_ns=0.30
export IMPL_p_leak_nw=0.1440
export IMPL_setup_violations=2
export IMPL_stdcell_area_um2=310.3
export IMPL_critical_path_endpoint="oseg[3]"
export IMPL_finalClockPeriodUsage=1.003
export IMPL_yosys_area_um2=168.9
export IMPL_cts_buffer_depth=2
export IMPL_drtPass1Iterations=2
export IMPL_numSynthFlops=5
export IMPL_syn_area_um2=168.9
export IMPL_hold_class="input pin to register"
export IMPL_m1WireLength_um=106
export IMPL_final_hold_viol_count=0
export IMPL_critPathArrivalTime_ns=0.80
export IMPL_routedWlPerCell_um=5.520
export IMPL_worstSetupEndpointType="output pin"
export IMPL_cts_buffers=3
export IMPL_drc=0
export IMPL_drv_cap=0
export IMPL_grt_overflow_total=0
export IMPL_largest_area_cell="dfxtp_1"
export IMPL_period_minus_slack_ns=1.003
export IMPL_crit_type="register to output pin"
export IMPL_fp_util=0.04945
export IMPL_top_regs="seg x5"
export IMPL_failed_checks="negative setup slack"
export IMPL_start_kind="register"
export IMPL_cts_tree="yes"
export IMPL_placed_area_um2=284.0
export IMPL_status="finished, violations left"
export IMPL_path_cells="inv_1 > dlygate4sd2_1"
export IMPL_warning_count=30
export IMPL_place_hpwl_um=360.6
export IMPL_coreArea_um2=3416
export IMPL_topCellsByArea="dfxtp_1 59%, buf_4 13%, inv_1 13%, nand2b_1 7.4%, clkbuf_1 2.2%"
export IMPL_cts_sinks=5
export IMPL_setup_tns_final_ns=-0.004971
export IMPL_path_clk_slew_ns=0.04
export IMPL_synth_cells=19
export IMPL_grt_use_total=0.01392
export IMPL_cts_setup_buffers=0
export IMPL_drv_slew=0
export IMPL_die_h_um=80
export IMPL_io_buffer_count=8
export IMPL_largest_reg_flops=5
export IMPL_drive_gt1_frac=0.1071
export IMPL_antenna_left=0
export IMPL_fp_row_count=21
export IMPL_dieWidth_um=80
export IMPL_area_delta_synth_final_pct=83.70
export IMPL_wl_um=414
export IMPL_ys_types=7
export IMPL_globalplace_congestion=0.6837
export IMPL_power_density_nw_per_um2=1536
export IMPL_root_buffer="clkbuf_4"
export IMPL_peakVddDrop_mv=0.2160
export IMPL_wl_met3_um=194
export IMPL_top_area_frac=0.5926
export IMPL_fillCellCount=399
export IMPL_cp_required_ns=0.80
export IMPL_ys_cells=19
-- synth_stat cells --
cell type  number
conb_1          1
nor2_1          1
clkbuf_1        1
nand2b_1        2
dfxtp_1         5
buf_4           3
inv_1           6
-- placed cells by master, fill, tap and decap left out --
| master | n |
|---|---|
| inv_1 | 6 |
| dfxtp_1 | 5 |
| clkdlybuf4s15_1 | 4 |
| clkbuf_4 | 3 |
| nand2b_1 | 2 |
| conb_1 | 2 |
| clkdlybuf4s50_1 | 2 |
| dlygate4sd2_1 | 2 |
| diode_2 | 1 |
| nor2_1 | 1 |
| clkbuf_1 | 1 |
-- kinds of logic after synthesis --
group                  Yosys count  synth area share
other                            1           0.02220
and+or+nand+nor                  3           0.09626
buffers and inverters           10            0.2888
DFF                              5            0.5926
-- power by group --
part	switching, W	internal [W]	total, W
clock network	0.0000781	0.000151	0.000229
logic	0.0000103	0.0000243	0.0000346
registers	0.00000231	0.000211	0.000213
-- worst min path at each step --
| stage | start | end | slack [ns] | cells after the start |
|---|---|---|---|---|
| 4_1_cts | inum[1] | seg[6] | 0.47 | 1 |
| 5_1_grt | inum[1] | seg[6] | 0.49 | 1 |
| 6_report | inum[1] | seg[6] | 0.48 | 1 |
-- stage by stage --
stage	total power, W	cells	setup WS, ns	hold WS, ns	util
6_report	0.0004765	75	-0.003462	0.4796	0.09084
3_3_place_gp	0.0002579	70	0.009524	0.7281	0.08315
3_5_place_dp	0.0002594	70	0.001635	0.7276	0.08315
5_1_grt	0.0005060	74	-0.04209	0.4855	0.09011
2_1_floorplan	0.0002310	20	0.3841	0.2565	-
4_1_cts	0.0004876	74	-0.01691	0.4718	0.09011
-- worst max-delay path, delay by kind of cell (launching register included) --
kind | cells | cell delay [ns]
flops | 1 | 0.30
buf+inv | 2 | 0.27
-- final cells by class --
type | instances | area [um2] | share of cell area
Antenna cell | 1 | 2.502 | 0.008065
Clock buffer | 4 | 26.28 | 0.08468
Inverter | 6 | 22.52 | 0.07258
Multi-Input combinational cell | 5 | 23.77 | 0.07661
Sequential cell | 5 | 100.1 | 0.3226
Tap cell | 46 | 57.56 | 0.1855
Timing Repair Buffer | 8 | 77.57 | 0.2500
-- per-layer routing --
layer / global-route usage / up-vias
met3: 0.03750 / 2
met2: 0.01204 / 13
met5: 0 / -
met1: 0.006016 / 40
li1: - / 64
met4: 0.005282 / 0
Power and IR drop assume default switching activity.
