File: flow/run.sh
#!/bin/bash
# OpenROAD 26Q1-2900-gdf79404cd8, Yosys 0.63+post, stock flow scripts
make -C /OpenROAD-flow-scripts/flow DESIGN_CONFIG=/design/flow/config.mk WORK_HOME=/design/flow/orfs finish
File: flow/constraint.sdc
current_design div

set clk_period 3.0
set clk_io_pct 0.2

create_clock -name clk0 -period $clk_period [get_ports {iclk}]

set non_clock_inputs [all_inputs -no_clocks]
set_input_delay [expr $clk_period * $clk_io_pct] -clock clk0 $non_clock_inputs
set_output_delay [expr $clk_period * $clk_io_pct] -clock clk0 [all_outputs]
File: flow/config.mk
export PLATFORM = sky130hd
export DESIGN_NAME = div
export DESIGN_NICKNAME = div
export VERILOG_FILES = /design/flow/design.v
export SDC_FILE = /design/flow/constraint.sdc
export NUM_CORES = 4
export LEC_CHECK = 1
export CORE_AREA = 10 10 86 86
export DIE_AREA = 0 0 96 96
File: flow/design.v
module div (iclk,oclk);
input			iclk;
output reg	oclk;
parameter	iclk_value=50000000,
				hz = 10000;
reg [31:0]	rcnt;
always@(posedge iclk)begin
	if (rcnt >= ((iclk_value/(hz*2))-1))begin
		oclk<= ~oclk;
		rcnt <= 0;		
	end
	else begin
		oclk<= oclk;
		rcnt<= rcnt+1;
	end	
end
endmodule 
==> notes.md <==
Implementation status.

- The number of OpenROAD warnings is 25.
- By area the synthesized netlist is led by dfxtp_1 64%, xor2_1 6.1%, nor2_1 4.9%.
- The TritonCTS buffer count is 5.
- The script logs the ratio of routed vias to standard cells as 3.081.
- The final report lists the setup-violating endpoint count as 0.
- The cell row count is 27.
- STA classifies the critical path endpoint as a register.
- The number of iterations in the first detailed-routing pass is 4.
- Timing would allow up to 534.4 MHz.
- The class of the tightest hold or removal check is register to register.
- Before any placement, the netlist area is recorded as 1003 sq um.
- The clock sink count is 33.
- For this block, the via count after detailed routing is 570.
- The clock period could shrink to 1871 ps.
- 2 I/O pins were placed.
- TritonCTS built the clock tree.
- The worst setup skew after layout is 4.947 ps.
- The maximum fanout encountered on the critical timing path is 13.
- After routing, the total negative slack on setup checks comes to 0 ps.
- The netlist uses 21 different library cells.
- In the global route stage, met2 resource usage came out at 3.812%.
- The post-synthesis cell count from yosys is 86.
- The total setup buffers inserted after CTS is 0.
- The flow reported a cell area power density of 618.2 nW/um^2.
- The synthesized instance count is 86.
- Hold is met by 482.3 ps.
- The average cell area after synthesis is 11.67 sq um.
- The flow ran to the end, and the final reports show no timing, DRC or antenna violations.
- The synthesized design contains 33 register bits.
- The share of the cycle needed by the critical path after routing is 62.38%.
- Summed over its instances, the top area cell type makes up 63.84% of the synthesized netlist area.
- The post-CTS hold buffer count recorded in the log is 0.
- In the Yosys report, the sequential cells make up 66.83% of the chip area.
- The placeable core area is 5540 sq um.
- The cell type that accounts for the most area after synthesis is dfxtp_1.
- The final timing report lists a hold violation count of 0.
- The category of the critical setup timing path is register to register.
- The worst setup path is launched from a register.
- In the post-route report, total wirelength is listed as 1278 um.
- met1 track demand over resource after global routing is 4.405%.
- The routed wire length per instance is 6.908 um.
- The finished layout holds 185 standard cells, fillers aside.
- The number of antenna violations at the first check in global routing came to 0.
- In the placement report, post-DP HPWL is listed as 867.7 um.
- The largest vdd supply drop is 0.3391 mV.
- The static leakage is 0.4905 nW.
- The global router reports that the layer with the highest usage is met1.
- The required time at the worst endpoint is listed as 2920 ps.
- In this run the layout overhead on the synthesized area is reported as 24.44%.
- The sum of overflow across all layers after global routing is 0.
- For this run, the number of Yosys warnings is 1.
- Nets still carrying antenna violations after routing amount to 0.
- The clock insertion delay at the later pin of the skew report is 280 ps.
- The global-route usage over all layers is 3.102%.
- Clock tree synthesis selected as its root buffer the cell clkbuf_8.
- The first routing iteration left 33 violations.
- The floorplan step set the die width to 96 um.
- Global routing used 1.965% of the available met3 tracks.
- The via count of the first global-routing pass came to 529.
- The share of final-layout standard cells stronger than drive strength 1 is 9.735%.
- The data arrival time at the worst-slack endpoint is 1790 ps.
- The DRC violation total left in the routed layout is recorded as 0.
- The floorplan step defined a die boundary enclosing 9216 sq um.
- The maximum number of pins on one net before global-route repair is 14.
- The clock passes through at most 2 buffers.
- The number of max-capacitance violations reported is 0.
- The initial core utilization is 18.11%.
- The clock H-tree reported by CTS has 2 levels.
- The clock input transition at the sequential cells of the worst setup and hold paths is 60 ps.
- The vertical extent of the die is 96 um.
- The number of placed instances, taps included is 177.
- Setup repair after global routing left no endpoint under its margin.
- The final estimated routing congestion in global placement is 0.7530.
- After clock tree synthesis, the repair step resized 0 gates.
- The first global-routing pass estimated 2290 um of wire.
- Pins over their slew limit in the final report were tallied at 0.
- The number of I/O port buffers is 1.
- The antenna diode count is 0.
- Yosys reports a chip area of 1003 sq um.
[area by class of cell]
class | instances | area (sq um)
inverters | 2 | 7.507
flip-flops and latches | 33 | 670.6
clock buffers | 5 | 68.82
multi-input cells | 69 | 385.4
fillers | 598 | 4292
repair buffers | 1 | 10.01
clock inverters | 3 | 16.27
well taps | 72 | 90.09
[routing by layer]
| layer | share of wire, % | wire length (um) | vias up |
|---|---|---|---|
| li1 | - | - | 327 |
| met1 | 55 | 699 | 234 |
| met2 | 36 | 456 | 7 |
| met3 | 8.4 | 107 | 2 |
| met4 | 1.1 | 14 | 0 |
| met5 | 0 | 0 | - |
[through the flow]
| stage | power, mW | utilization (%) | instance area, sq um | setup slack [ps] |
|---|---|---|---|---|
| finish | 0.7720 | 22.54 | 1249 | 1129 |
| global route | 0.8080 | 22.54 | 1249 | 973.1 |
| CTS | 0.7856 | 22.54 | 1249 | 1097 |
| detailed placement | 0.4719 | 21.00 | 1164 | 1116 |
| global placement | 0.4713 | 21.00 | 1164 | 1148 |
| floorplan | 0.4699 | - | 1075 | 1304 |
[critical path, stage by stage (launching register included)]
cell and delay, ps:
dfxtp_1 340, ha_1 260, or4_1 430, o211ai_2 160
nand4_2 320
[synthesized netlist by cell type, drive strengths merged]
cell type	count
xnor2	3
conb	1
and3	3
ha	1
nand2	2
and4	2
buf	1
xor2	7
or4	1
nor3	1
edfxtp	1
nor4	5
o21ai	1
o211ai	1
nand3	6
dfxtp	32
nor2	13
nand4	3
inv	2
[path summary, 6_finish.rpt]
kind | from | endpoint | slack, ps | cells past startpoint
hold / removal | rcnt[0]$_SDFF_PP0_ | rcnt[0]$_SDFF_PP0_ | 480 | 1
setup / recovery | rcnt[0]$_SDFF_PP0_ | oclk$_DFFE_PP_ | 1130 | 4
hold reg to reg | rcnt[0]$_SDFF_PP0_ | rcnt[0]$_SDFF_PP0_ | 480 | 1
setup reg to reg | rcnt[0]$_SDFF_PP0_ | oclk$_DFFE_PP_ | 1130 | 4
[report_power, final]
group | switching [mW] | internal (mW) | total (mW) | leakage [nW]
sequential | 0.00348 | 0.454 | 0.458 | 0.272
combinational | 0.00288 | 0.000834 | 0.00371 | 0.170
clock | 0.150 | 0.160 | 0.310 | 0.0482
[cells by family (layout without fill, tap and decap cells)]
kind of cell    after synthesis  after routing  synth area share (%)
compound gates                2              2                 1.745
other cells                   1             20                0.3737
flops                        33             33                 66.83
simple gates                 36             36                 19.20
fa+ha+maj                     1              1                 1.247
buf+inv                       3             11                 1.871
xor+xnor                     10             10                 8.729
[cell usage in the layout (no fill, tap or decap), drive strengths merged]
| cell | count |
|---|---|
| and3 | 3 |
| and4 | 2 |
| clkbuf | 5 |
| clkdlybuf4s50 | 1 |
| clkinv | 2 |
| conb | 20 |
| dfxtp | 32 |
| edfxtp | 1 |
| ha | 1 |
| inv | 3 |
| nand2 | 2 |
| nand3 | 6 |
| nand4 | 3 |
| nor2 | 13 |
| nor3 | 1 |
| nor4 | 5 |
| o211ai | 1 |
| o21ai | 1 |
| or4 | 1 |
| xnor2 | 3 |
| xor2 | 7 |
[registers in the layout, summed over array words and instances, names as in the netlist]
name	flops
oclk	1
rcnt	32
Power is estimated from default activity; no workload was simulated.
